--- design.v ---
`timescale 1ns / 1ps
module Convertidor_binario_bcd_4_digitos(datocorriente,datofrecuencia,unidades,decenas,centenas,millares,seleccion
    );
	 input wire [9:0] datocorriente;
	 input wire [9:0] datofrecuencia;
	 wire[9:0] dato;
	 input seleccion;
	 output reg [3:0] unidades,decenas,centenas,millares;
	 reg [25:0] auxiliar;
	 integer i;
	 assign dato=(seleccion)?datocorriente:datofrecuencia;
	 always @(dato)begin
	 auxiliar[25:10]=0;
	 auxiliar[9:0]=dato;
	 for(i=0;i<10;i=i+1)begin
	      if (auxiliar[13:10] >= 5)
            auxiliar[13:10] = auxiliar[13:10] + 3;
         if (auxiliar[17:14] >= 5)
            auxiliar[17:14] = auxiliar[17:14] + 3;
         if (auxiliar[21:18] >= 5)
            auxiliar[21:18] = auxiliar[21:18] + 3;
			if (auxiliar[25:22] >= 5)
            auxiliar[25:22] = auxiliar[25:22] + 3;
         auxiliar = auxiliar << 1;
	 end
	 unidades= auxiliar[13:10];
	 decenas= auxiliar[17:14];
	 centenas= auxiliar[21:18];
	 millares= auxiliar[25:22];
	 end
endmodule
`timescale 1ns / 1ps
module Decodificador_7_segmentos(unidades,decenas,centenas,millares,seleccion,CA,CB,CC,CD,CE,CF,CG,CP
    );
input wire [3:0]unidades,decenas,centenas,millares;
input wire [1:0]seleccion;
output reg CA,CB,CC,CD,CE,CF,CG,CP;
reg [3:0] dato;
always@(seleccion or unidades or decenas or centenas or millares)begin 
case(seleccion)
2'b00:dato=unidades;
2'b01:dato=decenas;
2'b10:dato=centenas;
2'b11:dato=millares;
endcase
case(dato)
  4'b0000:
begin  
CA=0 ;
CB=0;
CC=0;
CD=0;
CE=0;
CF=0;
CG=1;
CP=1;
end
  4'b0001:begin 
  CA=1;
  CB=0;
  CC=0;
  CD=1;
  CE=1;
  CF=1;
  CG=1;
  CP=1;
  end
  4'b0010:begin 
  CA=0;
  CB=0;
  CC=1;
  CD=0;
  CE=0;
  CF=1;
  CG=0;
  CP=1;
  end
  4'b0011:begin 
  CA=0;
  CB=0;
  CC=0;
  CD=0;
  CE=1;
  CF=1;
  CG=0;
  CP=1;
  end
  4'b0100:begin 
  CA=1;
  CB=0;
  CC=0;
  CD=1;
  CE=1;
  CF=0;
  CG=0;
  CP=1;
  end
  4'b0101:begin 
  CA=0;
  CB=1;
  CC=0;
  CD=0;
  CE=1;
  CF=0;
  CG=0;
  CP=1;
  end
  4'b0110:begin 
  CA=0;
  CB=1;
  CC=0;
  CD=0;
  CE=0;
  CF=0;
  CG=0;
  CP=1;
  end
  4'b0111:begin 
  CA=0;
  CB=0;
  CC=0;
  CD=1;
  CE=1;
  CF=1;
  CG=1;
  CP=1;
  end
  4'b1000:begin 
  CA=0;
  CB=0;
  CC=0;
  CD=0;
  CE=0;
  CF=0;
  CG=0;
  CP=1;
  end
  4'b1001:begin 
  CA=0;
  CB=0;
  CC=0;
  CD=0;
  CE=1;
  CF=0;
  CG=0;
  CP=1;
  end
  default:begin 
  CA=1;
  CB=1;
  CC=1;
  CD=1;
  CE=1;
  CF=1;
  CG=1;
  CP=1;
  end
endcase
end
endmodule 
`timescale 1ns / 1ps
module Decodificador_Corriente_Frecuencia(corriente,frecuencia,modo,seleccion,CA,CB,CC,CD,CE,CF,CG,CP
    );
input wire modo;
input wire [9:0]corriente;
input wire[10:0]frecuencia;
input wire[1:0] seleccion;
output CA,CB,CC,CD,CE,CF,CG,CP;
wire [3:0]unidades,decenas,centenas,millares;
wire [9:0] determinado;
Determina_Frecuencia vinculafrecuencia (
    .adivisor(frecuencia), 
    .determinado(determinado)
    );
	 Convertidor_binario_bcd_4_digitos binarioabcd (
    .datocorriente(corriente), 
    .datofrecuencia(determinado), 
    .unidades(unidades), 
    .decenas(decenas), 
    .centenas(centenas), 
    .millares(millares), 
    .seleccion(modo)
    );
Decodificador_7_segmentos deco (
    .unidades(unidades), 
    .decenas(decenas), 
    .centenas(centenas), 
    .millares(millares), 
    .seleccion(seleccion), 
    .CA(CA), 
    .CB(CB), 
    .CC(CC), 
    .CD(CD), 
    .CE(CE), 
    .CF(CF), 
    .CG(CG), 
    .CP(CP)
    );
endmodule
`timescale 1ns / 1ps
module Determina_Frecuencia(input wire[10:0] adivisor,output reg[9:0] determinado
    );
always @(adivisor)
case(adivisor)
11'b11010000010:determinado=10'd30;
11'b01111100111:determinado=10'd50;
11'b01010011010:determinado=10'd75;
11'b00111110011:determinado=10'd100;
11'b00110001111:determinado=10'd125;
11'b00101001101:determinado=10'd150;
11'b00100011101:determinado=10'd175;
11'b00011111001:determinado=10'd200;
default :determinado=10'd0;
endcase
endmodule
--- run.sh ---
#!/bin/bash
# OpenROAD 26Q1-2900-gdf79404cd8, Yosys 0.63+post, stock flow scripts
make -C /OpenROAD-flow-scripts/flow DESIGN_CONFIG=/design/flow/config.mk WORK_HOME=/design/flow/orfs finish
--- config.mk ---
export PLATFORM = sky130hd
export DESIGN_NAME = Decodificador_Corriente_Frecuencia
export DESIGN_NICKNAME = Decodificador_Corriente_Frecuencia
export VERILOG_FILES = /design/flow/design.v
export SDC_FILE = /design/flow/constraint.sdc
export NUM_CORES = 4
export LEC_CHECK = 1
export CORE_AREA = 10 10 88 88
export DIE_AREA = 0 0 98 98
--- constraint.sdc ---
current_design Decodificador_Corriente_Frecuencia

set clk_period 14.0
set clk_io_pct 0.2

create_clock -name clk0 -period $clk_period

set non_clock_inputs [all_inputs -no_clocks]
set_input_delay [expr $clk_period * $clk_io_pct] -clock clk0 $non_clock_inputs
set_output_delay [expr $clk_period * $clk_io_pct] -clock clk0 [all_outputs]
==> flow_summary.toml <==
# generated from flow reports
[hold_path]
holdPathEnd = "CB"
holdPathStages = 6
min_path_type = "input pin to output pin"
hp-start = "seleccion[1]"

[route]
drtAntennaViolNets = 0
drc = 0
first_iter_violations = 118
vias = 2922
detail_route.wl_per_cell_um = 15.5
vias_per_cell = 6.11
totalWireLength_mm = 7.42
antennaDiodeCount = 0
detail_route.first_pass.iterations = 5

[critical_path]
cp.arrival_ns = 10.61
path_max_fanout = 5
cp-end-kind = "output pin"
required_ns = 11.20
worstSetupPathType = "input pin to output pin"
critPathMaxStageDelay_ns = 0.51
startpoint = "frecuencia[6]"
startpoint_type = "input pin"
crit_path_frequent_cell = "ha_1"
critPathSlowestCell = "clkdlybuf4s50_1"

[final_timing]
max_freq_mhz = 74.6
hold_slack_ns = 7.06
hold_violations = 0
fin_crit_sh_pct = 95.8
fin_crit_ns = 13.41
report.final.slew_viol_count = 0
setup_viol = 0
fin_ws_ns = 0.593
maxSlewHeadroom_pct = 53.8
worst_slew_pin_slew_ns = 0.682

[global_routing]
grt_overflow_total = 0
grt_antenna_before_repair = 0
met2_usage_pct = 23.0
met1_usage_pct = 20.4
met3_usage_pct = 1.21
gr-max-usage-layer = "met2"
grt_pass1_vias = 2530
grt_pass1_wl_mm = 12.0
grt_max_degree = 16
track_usage_pct = 14.1

[floorplan]
die_h_um = 98
io_pins = 32
core_mm2 = 0.00592
rows = 28
die_area_mm2 = 0.00960
die_w_um = 98
initial_core_util_pct = 44.9

[finish]
fillCellCount = 547
seq_cells = 0
layout-drive-gt1-share_pct = 24.6
final_util_pct = 57.2
num-clock-buffers = 0
seqCellArea_um2 = 0
area_growth_pct = 27.4

[logic_synthesis]
syn_area_mm2 = 0.00266
synth_cell_types = 99
yosys.stat.seqShare_pct = 0
yosys_area_mm2 = 0.00266
yosys_warnings = 3
ys_cells = 349
synthCells = 349
synth_area_per_cell_um2 = 7.62

[pwr]
p_int_uw = 268
swShare_pct = 48.5
ir_drop_v = 0.000149
switchingPower_uw = 252
combPwrFrac_pct = 100.0
clock_power_share_pct = 0
seqPwrFrac_pct = 0
p_leak_uw = 0.00139
cellPowerDensity_mw_per_mm2 = 154

[placed_design]
gp_congestion = 0.950
numPortBuffers = 31
dp_hpwl_mm = 5.98
pre_cts_slack_ns = -0.0309

[clock_tree]
hold_buffers = 0

[job]
cap_violations = 0
tool_warnings = 40

[run_status]
outcome = "complete, no violations"
==> kinds of logic (layout without fill, tap and decap cells) <==
kind of cell    count (synthesis)  in the layout  share of synthesized area [%]
mux                            11             11                           4.42
fa+ha+maj                      24             24                           11.3
compound gates                132            132                           44.5
simple gates                  133            133                           29.1
other cells                     1              1                          0.141
buf+inv                        36             90                           5.74
xor+xnor                       12             12                           4.75
==> worst max-delay path by stage <==
| stage | end | slack [ns] | depth (start not counted) |
|---|---|---|---|
| 4_1_cts | CE | 0.02 | 47 |
| 5_1_grt | CE | -0.03 | 47 |
| 6_report | CB | 0.59 | 43 |
==> critical path, delay by kind of cell <==
kind                     cells  cell delay (ns)
AND/OR/NAND/NOR              7             0.74
XOR/XNOR                     1             0.31
AND-OR/OR-AND               18             3.08
adder cells (fa/ha/maj)      8             1.78
multiplexers                 1             0.36
buffers and inverters        8             1.55
==> layer usage <==
metal,up-vias,wire (µm)
met2,68,3410
met1,1372,3720
met4,0,14
met5,-,0
met3,2,278
li1,1480,-
==> layout make-up <==
type / instances / area (µm²) / share of cell area [%]
multi-input cells: 313 / 2640 / 77.8
well taps: 75 / 93.8 / 2.77
repair buffers: 64 / 562 / 16.6
inverters: 26 / 97.6 / 2.88
==> synthesized netlist by cell type, types with 3 or more instances <==
library cell | number | area, µm²
nand3b_1 | 4 | 30.0
mux2i_1 | 7 | 70.1
o221a_1 | 3 | 33.8
nand4b_1 | 4 | 35.0
inv_2 | 3 | 11.3
a21boi_0 | 3 | 22.5
xnor2_1 | 6 | 52.6
o211a_1 | 6 | 60.1
o22ai_1 | 8 | 50.1
inv_1 | 22 | 82.6
a2bb2oi_1 | 3 | 26.3
nor3_1 | 9 | 45.0
xor2_1 | 4 | 35.0
and2_1 | 8 | 50.1
nand2b_1 | 9 | 56.3
buf_2 | 3 | 15.0
ha_1 | 24 | 300
mux2_2 | 3 | 33.8
nor2_1 | 25 | 93.8
o32ai_1 | 3 | 26.3
a21oi_1 | 16 | 80.1
nand2_1 | 22 | 82.6
a211oi_1 | 3 | 22.5
nor2b_1 | 7 | 43.8
a211oi_2 | 4 | 50.1
a31oi_1 | 3 | 18.8
nor3b_1 | 4 | 30.0
nand3_1 | 8 | 40.0
or2_1 | 3 | 18.8
and3_1 | 5 | 31.3
o211ai_1 | 12 | 90.1
nand4_1 | 4 | 25.0
o21ai_0 | 12 | 60.1
==> power groups by stage <==
| stage | combinational (µW) | sequential [µW] | clock, µW |
|---|---|---|---|
| 5_1_grt | 579 | 0 | 0 |
| 6_report | 521 | 0 | 0 |
| 4_1_cts | 494 | 0 | 0 |
==> timing repair <==
item                                    in CTS  in global routing
pin swaps                                    1                  9
gates resized                                7                 22
buffers inserted                             0                 12
endpoints found under the setup margin       5                  7
==> stage by stage <==
step	std cells	total power [µW]	cell area [µm²]	TNS [ns]
final	478	521	3390	0
after global routing	478	579	3390	-0.0372
after CTS	466	494	3200	0
after detailed placement	466	482	3170	-0.0609
after global placement	466	485	3170	-0.00522
after floorplan	349	344	2660	0
==> cell usage in the layout, fill, tap and decap left out, types with 8 or more instances in the layout <==
cell type / n
nand2_1: 22
inv_1: 21
nor2_1: 24
buf_4: 33
o211ai_1: 12
ha_1: 21
o21ai_0: 11
nand2b_1: 9
clkdlybuf4s50_1: 28
a21oi_1: 15
nand3_1: 8
Power and IR drop assume default switching activity.
